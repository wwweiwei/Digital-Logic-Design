==> flow/design.v <==
module BON(clk , rst , start , data , en , addr , flag , fin , result);
    parameter datawidth = 10;
    parameter memwidth = 10;
	parameter swidth = 4;
    input clk , rst , start;
    input [datawidth - 1  : 0] data;
    output en , flag , fin;
    output [memwidth - 1 : 0] addr , result;   
	reg [swidth - 1   : 0] state , next_state;
    reg [memwidth - 1   : 0] num , next_num;
    reg [memwidth - 1 : 0] leng , next_leng;
    reg [datawidth - 1 : 0] ans , next_ans;
    always@(posedge rst or posedge clk)begin 
        if(rst == 1'b1)begin  
            state <= 4'hz;
            num <= 'd1023;
            leng <= 'd0;
            ans <= 'd0;
        end
        else begin
            state <= next_state;
            num <= next_num;  
            leng <= next_leng;   
            ans <= next_ans;   
        end
    end
    always@(negedge clk)begin
        next_num = num + 'd1;
        next_leng = leng;
        next_ans = ans;
        next_state = state;
		case(state)
			4'hz:  begin
			    next_state = (start == 1'b1)? 4'b0000 : 4'hz;
                next_num = (start == 1'b1)? 10'd0 : 10'd1023;  
                next_leng = (start == 1'b1)? data : leng; 
			end
			4'b0000: begin
					next_state = data[0] ? 4'b0001 : 4'b0000;
			end
			4'b0001: begin
					next_state = data[0] ? 4'b0001 : 4'b0010;
			end
			4'b0010: begin
					next_state = data[0] ? 4'b0011 : 4'b0000;
			end
			4'b0011: begin
					next_state = data[0] ? 4'b0001 : 4'b0100;
			end
			4'b0100: begin
					next_state = data[0] ? 4'b0011 : 4'b0101;
			end
			4'b0101: begin
					next_state = data[0] ? 4'b0110 : 4'b0000;
			end
			4'b0110: next_state = data[0] ? 4'b0111 : 4'b0100;
			4'b0111: begin
					next_state = data[0] ? 4'b0001: 4'b1000;
			end
			4'b1000: begin
					next_state = data[0] ? 4'b1001: 4'b0000;
			end
			4'b1001: begin
					next_state = data[0] ? 4'b0001: 4'b1010;
			end
			4'b1010: next_state = data[0] ? 4'b0011: 4'b1011;
			4'b1011: begin
					next_state = data[0] ? 4'b1100: 4'b0000;
			end
			4'b1100:  begin
					next_state = data[0] ? 4'b1101: 4'b1010;
					next_ans = (next_state == 4'b1101 )  ?  ans+1 : ans ;
			end		
			4'b1101: begin
				next_state = data[0] ? 4'b0001: 4'b1000;
			end
		endcase
    end
    assign en = 1'b1;
    assign addr = num;
    assign fin = (start == 1'b1 && num == leng)? 1'b1 : 1'b0;
    assign result = (fin == 1'b1)? ans : 'd0;
	assign flag = ( next_state == 4'b1101)? 1'b1 : 1'b0; 
endmodule
==> flow/run.sh <==
#!/bin/bash
# OpenROAD 26Q1-2900-gdf79404cd8, Yosys 0.63+post, stock flow scripts
make -C /OpenROAD-flow-scripts/flow DESIGN_CONFIG=/design/flow/config.mk WORK_HOME=/design/flow/orfs finish
==> flow/config.mk <==
export PLATFORM = sky130hd
export DESIGN_NAME = BON
export DESIGN_NICKNAME = BON
export VERILOG_FILES = /design/flow/design.v
export SDC_FILE = /design/flow/constraint.sdc
export NUM_CORES = 4
export LEC_CHECK = 1
export CORE_AREA = 10 10 101 101
export DIE_AREA = 0 0 111 111
==> flow/constraint.sdc <==
current_design BON

set clk_period 1.8
set clk_io_pct 0.2

create_clock -name clk0 -period $clk_period [get_ports {clk}]

set non_clock_inputs [all_inputs -no_clocks]
set_input_delay [expr $clk_period * $clk_io_pct] -clock clk0 $non_clock_inputs
set_output_delay [expr $clk_period * $clk_io_pct] -clock clk0 [all_outputs]
==> results.py <==
# Auto-generated metrics
metrics = {
    "sta": {
        "hold_viol_final": 0,
        "setup-violations-final": 20,
        "fin_crit_sh_pct": 124,
        "slew_violations": 0,
        "rsz0062_at_grt": "yes",
        "clock_skew_ns": 0.0680,
        "period_needed_ns": 2.24,
        "fmax_ghz": 0.447,
        "setup_ws_ns": -0.435,
    },
    "yosys": {
        "synth_seq_share_pct": 69.3,
        "synthFlopType": "dfxtp_1",
        "yosys.area.top_type": "dfrtp_1",
        "synth_cell_types": 18,
        "netlist.area_leader.share_pct": 36.6,
        "synth.area.top_cells": "dfrtp_1 (37%), dfxtp_1 (31%), mux2_2 (8.2%), a21oi_2 (6.4%), buf_4 (6.0%)",
        "synth_area_per_cell_sq_um": 13.5,
        "netlist_area_sq_mm": 0.00137,
        "ys_cells": 101,
        "synth_chip_area_sq_mm": 0.00137,
        "syn_inst": 101,
        "edf_count": 0,
        "async_flop_share_pct": 50.0,
        "ys_ff": 42,
        "ys_warn_count": 4,
    },
    "clocking": {
        "cts_tree": "built",
        "clock_latency_ns": 0.36,
        "clock_path_buffers": 2,
        "h-tree-depth": 2,
        "clk_transition_reported_paths_ns": 0.08,
        "cts_buffers": 5,
        "cts.sinks": 42,
        "ctsHoldBuffers": 0,
        "ctsRootBufferMaster": "clkbuf_8",
    },
    "pwr": {
        "swShare_pct": 23.9,
        "p_leak_nw": 1.03,
        "switching_power_mw": 0.492,
        "p_per_area_mw_per_mm2": 926,
        "ir_drop_v": 0.000358,
        "p_int_mw": 1.57,
        "power_frac_comb_pct": 7.3,
        "total_power_mw": 2.06,
        "pwr-share-clk_pct": 43.3,
        "share_seq_of_total_power_pct": 49.5,
    },
    "detailed_routing": {
        "ant_nets": 0,
        "num_vias": 912,
        "vias_per_cell": 3.26,
        "routedWlPerCell_um": 11.0,
        "antenna_cells": 0,
        "drt_wl_total_um": 3080,
        "drc": 0,
        "drt-pass1-iter-count": 2,
        "dr.first_iter.drc_count": 23,
    },
    "placement": {
        "post-dp-hpwl_um": 2070,
        "portBuffers": 33,
        "dp_slack_ns": -0.567,
        "gp_congestion": 0.742,
    },
    "setup_path": {
        "slowest_stage": "dfstp_2",
        "cp.required_ns": 1.44,
        "critPathTopFamily": "simple AND/OR/NAND/NOR gates",
        "crit_path_end_kind": "output port",
        "worstPathMaxFanout": 4,
        "crit_type": "flop to output port",
        "arrival_ns": 1.88,
        "worst_path_largest_cell_delay_ns": 0.53,
        "crit_buf_inv": 3,
        "start_kind": "flop",
        "path_cells": "nand4_1 -> or3_4 -> buf_12 -> buf_8 -> a21oi_4 -> buf_2",
        "ff2ff_setup_slack_ns": 0.03,
    },
    "floorplan": {
        "initCoreUtil_pct": 16.8,
        "chipArea_sq_mm": 0.0123,
        "rows": 33,
        "fp.dieW_um": 111,
        "die_y_um": 111,
        "io_pins": 36,
        "core_sq_mm": 0.00813,
    },
    "run_status": {
        "failed_checks": "setup timing",
        "status": "finished with violations",
    },
    "layout": {
        "area_growth_pct": 62.5,
        "drive_above_1_share_pct": 45.1,
    },
    "grt": {
        "grt_max_degree": 22,
        "grt_usage_pct": 5.15,
        "grt_pass1_vias": 1026,
        "grt_remaining_overflow": 0,
        "grt_first_pass_wirelength_um": 5260,
        "antenna_found_initial": 0,
    },
    "job": {
        "cap_violations": 0,
        "tool_warnings": 48,
    },
    "min_path": {
        "hp-class": "primary input to asynchronous set/reset pin",
    },
}
-- registers in the layout (all words and copies together) (netlist names) --
signal / cells
ans: 10
leng: 10
next_ans: 10
next_leng: 10
next_num: 1
num: 1
-- cells in the final DEF (no fill, tap or decap), types with 2 or more instances in the layout --
cell              n
mux2_2            9
dfrtp_1          20
buf_6            11
buf_12            4
buf_2            13
clkdlybuf4s15_1   2
inv_1            23
nand2_1          10
clkbuf_8          5
buf_4            11
clkdlybuf4s50_1  12
a21oi_2           6
nand4_1           2
a21oi_4           5
conb_1            2
dfxtp_1          21
clkbuf_2          5
-- worst reg2reg max path, cell delays in order, from the launching register on --
cell and delay, ns:
dfrtp_1 0.42, buf_4 0.15, mux2_4 0.25
-- per-layer routing --
metal / vias up / wire, um / global-route usage [%]
met5: - / 0 / 0
met4: 0 / 68 / 0.955
met3: 6 / 145 / 1.64
met2: 25 / 1420 / 8.18
met1: 416 / 1450 / 6.78
li1: 465 / - / -
-- final timing paths --
| path | startpoint | end | cells after the start |
|---|---|---|---|
| worst max-delay path | num[8] | result[5] | 6 |
| worst min-delay path | rst | ans[6] | 3 |
| worst max register to register | leng[6] | next_leng[6] | 2 |
| worst min register to register | ans[5] | next_ans[5] | 0 |
| max in group asynchronous | rst | num[8] | 3 |
| min in group clk0 | ans[5] | next_ans[5] | 0 |
-- cells by family (layout without fill, tap and decap cells) --
family	after synthesis	count (layout)	share of synthesized area, %
DFF	42	42	69.3
other	2	2	0.549
buffers and inverters	18	92	8.69
muxes	10	10	8.23
AOI/OAI and AO/OA	11	11	6.77
and+or+nand+nor	18	18	6.50
-- Yosys cell counts (2+ instances only) --
cell type  number
buf_4          11
nor4_1          2
inv_1           3
nand2_1        10
dfxtp_1        21
buf_2           2
conb_1          2
dfrtp_1        20
a21oi_2        10
mux2_2         10
nand4_1         2
nand3_1         2
-- cell type report --
cell class                      count  area [sq um]
Multi-Input combinational cell     41           373
Sequential cell                    42           947
Clock buffer                        6          72.6
Timing Repair Buffer               61           577
Fill cell                         800          5910
Clock inverter                     23           114
Inverter                            2          7.51
Tap cell                          105           131
-- metrics by stage --
stage | area, sq um | utilization [%] | hold slack (ns) | TNS [ns] | instances
CTS | 2230 | 27.4 | 0.398 | -6.05 | 280
global route | 2220 | 27.3 | 0.445 | -6.42 | 280
floorplan | 1380 | - | 0.336 | 0 | 101
global placement | 1830 | 22.5 | 0.717 | -10.71 | 235
detailed placement | 1830 | 22.5 | 0.721 | -10.84 | 235
finish | 2220 | 27.3 | 0.391 | -4.87 | 280
-- what timing repair did --
action,CTS,global route
pin swaps,7,5
setup buffers,14,2
resized,69,17
cloned,3,0
setup endpoints to repair,32,22
endpoints found under the hold margin,0,0
-- power by group through the flow --
stage     Combinational [mW]  Clock, mW  Sequential, mW
4_1_cts                0.150      0.902            1.02
6_report               0.149      0.890            1.02
5_1_grt                0.165       1.00            1.02
Power and IR drop assume default switching activity.
