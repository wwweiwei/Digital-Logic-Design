[design/flow/run.sh]
#!/bin/bash
# OpenROAD 26Q1-2900-gdf79404cd8, Yosys 0.63+post, stock flow scripts
make -C /OpenROAD-flow-scripts/flow DESIGN_CONFIG=/design/flow/config.mk WORK_HOME=/design/flow/orfs finish
[design/flow/config.mk]
export PLATFORM = sky130hd
export DESIGN_NAME = PTM
export DESIGN_NICKNAME = PTM
export VERILOG_FILES = /design/flow/design.v
export SDC_FILE = /design/flow/constraint.sdc
export NUM_CORES = 4
export LEC_CHECK = 1
export CORE_AREA = 10 10 101 101
export DIE_AREA = 0 0 111 111
[design/flow/constraint.sdc]
current_design PTM

set clk_period 1.8
set clk_io_pct 0.2

create_clock -name clk0 -period $clk_period [get_ports {clk}]

set non_clock_inputs [all_inputs -no_clocks]
set_input_delay [expr $clk_period * $clk_io_pct] -clock clk0 $non_clock_inputs
set_output_delay [expr $clk_period * $clk_io_pct] -clock clk0 [all_outputs]
[design/flow/design.v]
module PTM(clk , rst , start , data , en , addr , flag , fin , result);
    parameter datawidth = 10;
    parameter memwidth = 10;
	parameter swidth = 3;
    input clk , rst , start;
    input [datawidth - 1  : 0] data;
    output en , flag , fin;
    output [memwidth - 1 : 0] addr , result;   
	reg [swidth - 1   : 0] state , next_state;
    reg [memwidth - 1   : 0] num , next_num;
    reg [memwidth - 1 : 0] leng , next_leng;
    reg [datawidth - 1 : 0] ans , next_ans;
    always@(posedge rst or posedge clk)begin 
        if(rst == 1'b1)begin  
            state <= 3'hz;
            num <= 'd1023;
            leng <= 'd0;
            ans <= 'd0;
        end
        else begin
            state <= next_state;
            num <= next_num;  
            leng <= next_leng;   
            ans <= next_ans;   
        end
    end
    always@(negedge clk)begin
        next_num = num + 'd1;
        next_leng = leng;
        next_ans = ans;
        next_state = state;
		case(state)
			3'hz:  begin
			    next_state = (start == 1'b1)? 3'b000 : 3'hz;
                next_num = (start == 1'b1)? 10'd0 : 10'd1023;  
                next_leng = (start == 1'b1)? data : leng; 
			end
			3'b000: next_state = data[0] ? 3'b001 : 3'b000;
			3'b001: next_state = data[0] ? 3'b001 : 3'b010;
			3'b010: next_state = data[0] ? 3'b011 : 3'b000;
			3'b011: next_state = data[0] ? 3'b001 : 3'b100;
			3'b100: next_state = data[0] ? 3'b011 : 3'b101;
			3'b101: next_state = data[0] ? 3'b110 : 3'b000;
			3'b110: begin
				next_state = data[0] ? 3'b111 : 3'b100;
				next_ans = (next_state == 3'b111)? ans+1'b1 : ans;
			end
			3'b111: next_state = data[0] ? 3'b001: 3'b010;
		endcase
    end
    assign en = 1'b1;
    assign addr = num;
    assign fin = (start == 1'b1 && num == leng)? 1'b1 : 1'b0;
    assign result = (fin == 1'b1)? ans : 'd0;
	assign flag = (next_state == 3'b111)? 1'b1 : 1'b0; 
endmodule
==> metrics.txt <==
# HELP chip_impl_metric Physical implementation figures
# TYPE chip_impl_metric gauge
chip_impl_metric{name="ant_nets",unit=""} 0
chip_impl_metric{name="clock_sinks",unit=""} 42
chip_impl_metric{name="die_h",unit="µm"} 111
chip_impl_info{name="endpoint_type_of_the_worst_setup_path",value="output pin"} 1
chip_impl_info{name="cp-start-kind",value="register"} 1
chip_impl_metric{name="via_count_of_the_first_global_routing_pass",unit=""} 878
chip_impl_metric{name="drv_cap",unit=""} 0
chip_impl_metric{name="die_width",unit="µm"} 111
chip_impl_info{name="ctsRootBufferMaster",value="clkbuf_8"} 1
chip_impl_metric{name="grt_remaining_overflow",unit=""} 0
chip_impl_info{name="worst_path_max_delay_cell",value="dfstp_2"} 1
chip_impl_info{name="layout.cells.most_common_list",value="inv_1 (23), clkdlybuf4s50_1 (21), dfxtp_1 (21)"} 1
chip_impl_info{name="unrepaired_setup_endpoints_after_global_routing",value="yes"} 1
chip_impl_metric{name="totalNegativeSetupSlack",unit="ps"} -4000
chip_impl_metric{name="postSynthRegisterBits",unit=""} 42
chip_impl_metric{name="synthesis.yosys.warnings",unit=""} 4
chip_impl_info{name="cts_tree",value="yes"} 1
chip_impl_metric{name="layout.cells.non_filler",unit=""} 272
chip_impl_metric{name="power.density_cell_area",unit="mW/mm²"} 958
chip_impl_metric{name="syn2layout_area_growth",unit="%"} 55.1
chip_impl_metric{name="cts.htree.levels",unit=""} 2
chip_impl_metric{name="placedCellCount",unit=""} 234
chip_impl_metric{name="numPortBuffers",unit=""} 33
chip_impl_metric{name="ioPinCount",unit=""} 36
chip_impl_metric{name="peakVddDrop",unit="mV"} 0.292
chip_impl_metric{name="clock.fmax",unit="GHz"} 0.464
chip_impl_metric{name="syn-cell-area",unit="mm²"} 0.00137
chip_impl_metric{name="netlist-cell-type-count",unit=""} 18
chip_impl_metric{name="critPathArrivalTime",unit="ps"} 1790
chip_impl_metric{name="timing.hold.ws",unit="ps"} 386
chip_impl_metric{name="worst_path_largest_cell_delay",unit="ps"} 540
chip_impl_metric{name="post-dp-hpwl",unit="mm"} 2.08
chip_impl_info{name="mostFrequentLayoutCell",value="inv_1"} 1
chip_impl_metric{name="avgSynthCellArea",unit="µm²"} 13.5
chip_impl_metric{name="core_region_area",unit="mm²"} 0.00813
chip_impl_metric{name="total_antenna_diodes_in_the_routed_design",unit=""} 0
chip_impl_metric{name="final_max_slew_viol_count",unit=""} 0
chip_impl_info{name="violations",value="negative setup slack"} 1
chip_impl_metric{name="grt_antenna_before_repair",unit=""} 0
chip_impl_metric{name="multiInputGateArea",unit="µm²"} 363
chip_impl_metric{name="wl_per_cell",unit="µm"} 10.9
chip_impl_metric{name="cts.reportedPaths.clkPinSlew",unit="ps"} 80
chip_impl_metric{name="openroad_warnings",unit=""} 48
chip_impl_metric{name="setup_viol_count_final",unit=""} 21
chip_impl_metric{name="drc",unit=""} 0
chip_impl_metric{name="fp-row-count",unit=""} 33
chip_impl_info{name="run_status",value="finished, violations left"} 1
chip_impl_metric{name="grt_start_max_net_pins",unit=""} 22
chip_impl_metric{name="chipArea",unit="mm²"} 0.0123
chip_impl_metric{name="hold_viol_final",unit=""} 0
chip_impl_metric{name="route.detailed.vias_per_inst",unit=""} 3.22
chip_impl_metric{name="cts.path.max_buffers",unit=""} 2
chip_impl_metric{name="grt_first_pass_wirelength",unit="mm"} 4.81
chip_impl_metric{name="layout_cells_sized_above_1",unit=""} 0.395
chip_impl_metric{name="grtUsageTotal",unit=""} 0.0468
chip_impl_metric{name="synth-cells-yosys",unit=""} 101
chip_impl_info{name="setup.worst_path.class",value="register to output pin"} 1
chip_impl_metric{name="dr.pass1.iters",unit=""} 4
chip_impl_metric{name="p_leak",unit="µW"} 0.000941
chip_impl_metric{name="fin_util",unit=""} 0.261
chip_impl_metric{name="final_period_minus_worst_setup_slack",unit="ps"} 2150
chip_impl_metric{name="clock.latency.late_pin",unit="ps"} 360
chip_impl_metric{name="power",unit="µW"} 2030
chip_impl_metric{name="drt-initial-drc-count",unit=""} 20
chip_impl_info{name="min-delay-path-class",value="input pin to asynchronous set/reset pin"} 1
chip_impl_metric{name="final_clock_period_utilization_by_the_worst_path",unit=""} 1.20
chip_impl_metric{name="gp_congestion",unit=""} 0.747
chip_impl_metric{name="cp.buffers_inverters",unit=""} 3
chip_impl_metric{name="final.setup_skew",unit="ps"} 69.5
chip_impl_metric{name="final.fill_count",unit=""} 810
chip_impl_info{name="critPathTopFamily",value="flip-flops"} 1
chip_impl_metric{name="wire_length_after_detailed_routing",unit="mm"} 2.97
chip_impl_metric{name="yosys_area",unit="mm²"} 0.00137
chip_impl_metric{name="dr_total_vias",unit=""} 875
chip_impl_info{name="cp_cell_sequence",value="nand4_1, or3_4, buf_4, buf_6, a21oi_2, buf_2"} 1
chip_impl_metric{name="synth-seq-area-share",unit=""} 0.693
chip_impl_metric{name="worst_ep_required_time",unit="ps"} 1440
chip_impl_metric{name="regArea",unit="µm²"} 950
chip_impl_metric{name="cp_max_fo",unit=""} 3
chip_impl_metric{name="worst_setup_margin",unit="ps"} -354
chip_impl_metric{name="floorplan.initialDensity",unit=""} 0.168
chip_impl_metric{name="synthesis.instances",unit=""} 101
chip_impl_metric{name="number_of_clock_buffers_inserted_by_tritoncts",unit=""} 5
-- state kept, by name (all words and copies together) (netlist names) --
name,cells
num,1
leng,10
next_num,1
next_leng,10
next_ans,10
ans,10
-- final cells by class --
type / count / area share
well taps: 105 / 0.0619
clock inverters: 21 / 0.0372
flip-flops and latches: 42 / 0.448
clock buffers: 8 / 0.0525
repair buffers: 53 / 0.226
inverters: 2 / 0.00354
multi-input cells: 41 / 0.171
-- cells in the mapped netlist --
library cell  instances  area share
clkbuf_1              1      0.0027
dfxtp_1              21        0.31
mux2_2               10       0.082
dfstp_2               1       0.019
nand4_1               2      0.0091
conb_1                2      0.0055
buf_2                 2      0.0073
nand3_1               2      0.0073
nor4_1                2      0.0091
a21oi_2              10       0.064
nor3_1                1      0.0037
inv_1                 3      0.0082
buf_6                 1      0.0082
or3_4                 1      0.0082
nand2_1              10       0.027
buf_4                11       0.060
a21oi_1               1      0.0037
dfrtp_1              20        0.37
-- layer usage --
metal  global-route usage  part of all wire  up-vias
met5                    0                 0        -
met4               0.0122             0.032        0
met3               0.0159             0.061        5
met2               0.0739              0.44       26
met1               0.0601              0.47      393
li1                     -                 -      451
-- tightest hold or removal path: cells and delay by family --
family / cells / cell delay (ps)
buffers and inverters: 3 / 710
-- power by group --
part	total (µW)	internal, µW	switching (µW)
clock	882	458	424
sequential	1020	990	32.5
combinational	127	88.3	38.9
total	2030	1540	496
-- timing repair --
| action | 4_1_cts | 5_1_grt |
|---|---|---|
| pin swaps | 8 | 4 |
| hold buffers | 0 | 0 |
| setup buffers | 7 | 3 |
| endpoints found under the setup margin | 32 | 22 |
| resized | 47 | 10 |
| gates cloned | 1 | 0 |
-- worst paths after layout --
path | from | endpoint | slack, ps | cells past startpoint
max in group asynchronous | rst | num[8] | 1140 | 3
min | rst | ans[6] | 390 | 3
max | num[8] | result[0] | -350 | 6
min reg2reg | ans[9] | next_ans[9] | 1230 | 0
max reg2reg | leng[6] | next_leng[6] | 30 | 2
min in group clk0 | ans[9] | next_ans[9] | 1230 | 0
-- kinds of logic (layout without fill, tap and decap cells) --
group | count (synthesis) | count (layout) | synth area share
simple gates | 18 | 18 | 0.0650
buf+inv | 18 | 84 | 0.0869
mux | 10 | 10 | 0.0823
flops | 42 | 42 | 0.693
other cells | 2 | 2 | 0.00549
compound gates | 11 | 11 | 0.0677
-- stage by stage --
step | cell area (µm²) | setup WS (ps)
after floorplan | 1380 | 2.80
after global placement | 1820 | -555
after CTS | 2080 | -393
after global routing | 2120 | -429
after detailed placement | 1820 | -585
final | 2120 | -354
Power and IR drop assume default switching activity.
